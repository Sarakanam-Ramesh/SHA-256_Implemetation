$ cat run.sh
#!/bin/bash
# OpenROAD 26Q1-2900-gdf79404cd8, Yosys 0.63+post, stock flow scripts
make -C /OpenROAD-flow-scripts/flow DESIGN_CONFIG=/design/flow/config.mk WORK_HOME=/design/flow/orfs finish
$ cat config.mk
export PLATFORM = sky130hd
export DESIGN_NAME = sha256_top
export DESIGN_NICKNAME = sha256_top
export VERILOG_FILES = /design/flow/design.v
export SDC_FILE = /design/flow/constraint.sdc
export NUM_CORES = 4
export LEC_CHECK = 1
export CORE_UTILIZATION = 30
export SYNTH_HDL_FRONTEND = slang
$ cat constraint.sdc
current_design sha256_top

set clk_period 227.3
set clk_io_pct 0.2

create_clock -name clk0 -period $clk_period [get_ports {clk}]

set non_clock_inputs [all_inputs -no_clocks]
set_input_delay [expr $clk_period * $clk_io_pct] -clock clk0 $non_clock_inputs
set_output_delay [expr $clk_period * $clk_io_pct] -clock clk0 [all_outputs]
$ cat design.v
module sha256_compressor(
    input wire clk,
    input wire rst_n,
    input wire start,
    input wire [511:0] message_block,   
    input wire [255:0] initial_hash,    
    output reg [255:0] hash_out,        
    output reg done,                     
    output reg ready_for_scheduler
    );
    parameter ROUNDS_PER_CYCLE = 8;     
    parameter TOTAL_CYCLES = 10;        
    reg [31:0] K [0:63];
    initial begin
    K[0] = 32'h428a2f98; K[1] = 32'h71374491; K[2] = 32'hb5c0fbcf; K[3] = 32'he9b5dba5;
	K[4] = 32'h3956c25b; K[5] = 32'h59f111f1; K[6] = 32'h923f82a4; K[7] = 32'hab1c5ed5;
	K[8] = 32'hd807aa98; K[9] = 32'h12835b01; K[10] = 32'h243185be; K[11] = 32'h550c7dc3;
    K[12] = 32'h72be5d74; K[13] = 32'h80deb1fe; K[14] = 32'h9bdc06a7; K[15] = 32'hc19bf174; 
	K[16] = 32'he49b69c1; K[17] = 32'hefbe4786; K[18] = 32'h0fc19dc6; K[19] = 32'h240ca1cc; 
	K[20] = 32'h2de92c6f; K[21] = 32'h4a7484aa; K[22] = 32'h5cb0a9dc; K[23] = 32'h76f988da;
    K[24] = 32'h983e5152; K[25] = 32'ha831c66d; K[26] = 32'hb00327c8; K[27] = 32'hbf597fc7; 
	K[28] = 32'hc6e00bf3; K[29] = 32'hd5a79147; K[30] = 32'h06ca6351; K[31] = 32'h14292967; 
	K[32] = 32'h27b70a85; K[33] = 32'h2e1b2138; K[34] = 32'h4d2c6dfc; K[35] = 32'h53380d13;
    K[36] = 32'h650a7354; K[37] = 32'h766a0abb; K[38] = 32'h81c2c92e; K[39] = 32'h92722c85; 
	K[40] = 32'ha2bfe8a1; K[41] = 32'ha81a664b; K[42] = 32'hc24b8b70; K[43] = 32'hc76c51a3; 
	K[44] = 32'hd192e819; K[45] = 32'hd6990624; K[46] = 32'hf40e3585; K[47] = 32'h106aa070;
    K[48] = 32'h19a4c116; K[49] = 32'h1e376c08; K[50] = 32'h2748774c; K[51] = 32'h34b0bcb5; 
	K[52] = 32'h391c0cb3; K[53] = 32'h4ed8aa4a; K[54] = 32'h5b9cca4f; K[55] = 32'h682e6ff3;
    K[56] = 32'h748f82ee; K[57] = 32'h78a5636f; K[58] = 32'h84c87814; K[59] = 32'h8cc70208;
    K[60] = 32'h90befffa; K[61] = 32'ha4506ceb; K[62] = 32'hbef9a3f7; K[63] = 32'hc67178f2;
    end
    reg [31:0] w [0:63];               
    reg [31:0] a, b, c, d, e, f, g, h;  
    reg [3:0] cycle_count;             
    reg [5:0] round_base;              
    localparam IDLE = 2'b00;
    localparam PROCESS = 2'b01;
    localparam FINALIZE = 2'b10;
    reg [1:0] state;
    function [31:0] ch;
        input [31:0] x, y, z;
        begin
            ch = (x & y) ^ (~x & z);
        end
    endfunction
    function [31:0] maj;
        input [31:0] x, y, z;
        begin
            maj = (x & y) ^ (x & z) ^ (y & z);
        end
    endfunction
    function [31:0] ep0;
        input [31:0] x;
        begin
            ep0 = {x[1:0],x[31:2]} ^ {x[12:0],x[31:13]} ^ {x[21:0],x[31:22]};
        end
    endfunction
    function [31:0] ep1;
        input [31:0] x;
        begin
            ep1 = {x[5:0],x[31:6]} ^ {x[10:0],x[31:11]} ^ {x[24:0],x[31:25]};
        end
    endfunction
    integer i;
    reg [31:0] t1;  
    reg [31:0] t2;  
    always @(posedge clk or negedge rst_n) begin
        if (!rst_n)
            ready_for_scheduler <= 1'b1;
        else if (start)
            ready_for_scheduler <= 1'b0;
        else if (done)
            ready_for_scheduler <= 1'b1;
    end
    always @(posedge clk or negedge rst_n) begin
        if (!rst_n) begin
            for (i = 0; i < 64; i = i + 1) begin
                w[i] <= 32'h0;
            end
        end else if (state == IDLE && start) begin
            for (i = 0; i < 16; i = i + 1) begin
                w[i] <= message_block[511-32*i -: 32];
            end
        end else if (state == PROCESS) begin
             for (i = 16; i < 64; i = i + 1) begin
                w[i] <= w[i-16] + 
                       {w[i-15][6:0],w[i-15][31:7]} ^ 
                       {w[i-15][17:0],w[i-15][31:18]} ^ 
                       (w[i-15] >> 3) +
                       w[i-7] +
                       {w[i-2][16:0],w[i-2][31:17]} ^ 
                       {w[i-2][18:0],w[i-2][31:19]} ^ 
                       (w[i-2] >> 10);
            end
        end
    end
    integer r;
    always @(posedge clk or negedge rst_n) begin
        if (!rst_n) begin
            state <= IDLE;
            cycle_count <= 4'd0;
            round_base <= 6'd0;
            done <= 1'b0;
            hash_out <= 256'h0;
        end else begin
            case (state)
                IDLE: begin
                    if (start) begin
                        state <= PROCESS;
                        cycle_count <= 4'd0;
                        round_base <= 6'd0;
                        a <= initial_hash[255:224];
                        b <= initial_hash[223:192];
                        c <= initial_hash[191:160];
                        d <= initial_hash[159:128];
                        e <= initial_hash[127:96];
                        f <= initial_hash[95:64];
                        g <= initial_hash[63:32];
                        h <= initial_hash[31:0];
                        done <= 1'b0;
                    end
                end
                PROCESS: begin
                        for (r = 0; r < ROUNDS_PER_CYCLE; r = r + 1) begin
                            t1 = h + ep1(e) + ch(e,f,g) + K[round_base+r] + w[round_base+r];
                            t2 = ep0(a) + maj(a,b,c);
                        end
                            h <= g;
                            g <= f;
                            f <= e;
                            e <= d + t1[0];
                            d <= c;
                            c <= b;
                            b <= a;
                            a <= t1[0] + t2[0];
                    round_base <= round_base + ROUNDS_PER_CYCLE;
                    cycle_count <= cycle_count + 1;
                    if (cycle_count == TOTAL_CYCLES - 1) begin
                        state <= FINALIZE;
                    end
                end
                FINALIZE: begin
                    hash_out <= {
                        a + initial_hash[255:224],
                        b + initial_hash[223:192],
                        c + initial_hash[191:160],
                        d + initial_hash[159:128],
                        e + initial_hash[127:96],
                        f + initial_hash[95:64],
                        g + initial_hash[63:32],
                        h + initial_hash[31:0]
                    };
                    done <= 1'b1;
                    state <= IDLE;
                end
            endcase
        end
    end
endmodule
module sha256_input(
    input wire clk, rst_n,
    input wire start,
    input wire [511:0] block_in,
    output reg input_valid,
    output reg [511:0] block_out,
    output reg ready,            
    input wire next_stage_ready
    );
    reg processing;
    always @(posedge clk or negedge rst_n) begin
        if (!rst_n) begin
            block_out <= 512'b0;
            input_valid <= 1'b0;
            ready <= 1'b1;
            processing <= 1'b0;
        end
        else begin
            if (start && ready) begin
                block_out <= block_in;
                input_valid <= 1'b1;
                ready <= 1'b0;
                processing <= 1'b1;
            end
            else if (processing && next_stage_ready) begin
                input_valid <= 1'b0;
                ready <= 1'b1;
                processing <= 1'b0;
            end
        end
    end
endmodule
module sha256_message_scheduler(
    input wire clk, rst_n,
    input wire input_valid,
    input wire [511:0] block_in,
    output reg scheduler_valid,
    output reg [255:0] w_out,	
    output reg scheduler_ready	
    );
    reg [31:0] w[0:15];		 
    reg [2:0] counter;
    integer i;
    function [255:0] next_eight_words;
        input [3:0] base_index;
        reg [31:0] words[0:7];
        integer j;
        begin
            for (j = 0; j < 8; j = j + 1) begin
                words[j] = sigma0_1(w[(base_index+j-2) & 15], 1) + 
                          w[(base_index+j-7) & 15] + 
                          sigma0_1(w[(base_index+j-15) & 15], 0) + 
                          w[(base_index+j-16) & 15];
            end
            next_eight_words = {words[0], words[1], words[2], words[3],
                              words[4], words[5], words[6], words[7]};
        end
    endfunction
        function [31:0] sigma0_1;
        input [31:0] x;
        input is_sigma1;   
        begin
            sigma0_1 = is_sigma1 ? 
                ({x[16:0],x[31:17]} ^ {x[18:0],x[31:19]} ^ (x >> 10)) :
                ({x[6:0],x[31:7]} ^ {x[17:0],x[31:18]} ^ (x >> 3));
        end
    endfunction
    always @(posedge clk or negedge rst_n) begin
    	if (!rst_n)
        	scheduler_ready <= 1'b0;
    	else if (input_valid)
        	scheduler_ready <= 1'b1;
    	else if (scheduler_valid)
        	scheduler_ready <= 1'b0;
    end
    always @(posedge clk or negedge rst_n) begin
        if (!rst_n) begin
            counter <= 0;
            scheduler_valid <= 0;
            w_out <= 0;   
            for (i = 0; i < 16; i = i + 1) begin
                w[i] <= 0;   
            end
	    end
        else if (input_valid) begin
            for (i = 0; i < 16; i = i + 1) begin
                w[i] <= block_in[511-i*32 -: 32];
            end
            counter <= 0;
            scheduler_valid <= 1;
            w_out <= block_in[511:256];   
        end
        else if ( scheduler_valid) begin
            if (counter < 7) begin	 
                w_out <= next_eight_words(counter * 8);
                counter <= counter + 1;
            end
    	    end
            else begin
                scheduler_valid <= 1'b0;
                w_out <= 0;
            end
        end
endmodule
module sha256_output(
    input wire clk, rst_n,
    input wire compression_valid,
    input wire [255:0] state_in,
    output reg [255:0] hash_out,
    output reg done,
    output reg ready_for_next
    );
    reg clock_enable;
    wire gated_clk;
    assign gated_clk = clk & clock_enable;
    reg [255:0] hash_pipe;
    reg pipeline_valid;
    localparam IDLE = 2'b00;
    localparam PROCESS = 2'b01;
    localparam OUTPUT = 2'b10;
    reg [1:0] state; 
    always @(posedge clk or negedge rst_n) begin
        if (!rst_n) begin
            state <= IDLE;
            done <= 0;
            hash_out <= 0;
            hash_pipe <= 0;
            clock_enable <= 0;
            ready_for_next <= 1;
            pipeline_valid <= 0;
        end
        else begin
            case (state)
                IDLE: begin
                    if (compression_valid) begin
                        hash_pipe <= state_in;
                        state <= PROCESS;
                        clock_enable <= 1;
                        ready_for_next <= 0;
                        pipeline_valid <= 1;
                    end
                end
                PROCESS: begin
                    if (pipeline_valid) begin
                        hash_out <= hash_pipe;
                        done <= 1;
                        state <= OUTPUT;
                        clock_enable <= 0;
                    end
                end
                OUTPUT: begin
                    done <= 0;
                    state <= IDLE;
                    ready_for_next <= 1;
                    pipeline_valid <= 0;
                end
                default: state <= IDLE;
            endcase
        end
    end
endmodule
module sha256_top(
    input wire clk,	 
    input wire rst_n,	 
    input wire start,	 
    input wire [511:0] data_in, 	 
    output wire [255:0] hash_out,	 
    output wire done,	 
    output wire input_valid,
    output wire [511:0] input_block,
    output wire scheduler_valid,
    output wire [255:0] scheduler_words,
    output wire compression_valid,
    output wire [255:0] compression_state,
    output wire ready_for_next,
    output wire input_ready,
    output wire scheduler_ready,
    output wire compression_ready,
    wire gated_clk,
    reg clock_enable
    );
    wire [255:0] initial_hash = {
        32'h6a09e667, 32'hbb67ae85, 32'h3c6ef372, 32'ha54ff53a,
        32'h510e527f, 32'h9b05688c, 32'h1f83d9ab, 32'h5be0cd19
    };
    reg [3:0] stage_counter;
    reg pipeline_active;	
    wire stage_timeout;		
    reg [1:0] rst_sync;
    wire rst_n_sync;
    assign stage_timeout = (stage_counter >= 4'd10);
    always @(posedge clk or negedge rst_n) begin
        if (!rst_n)
            rst_sync <= 2'b00;
        else
            rst_sync <= {rst_sync[0], 1'b1};
    end
    assign rst_n_sync = rst_sync[1];
    always @(posedge clk or negedge rst_n_sync) begin	
    	if (!rst_n_sync)	
        	stage_counter <= 4'd0;		
    	else if (start)
        	stage_counter <= 4'd0;		
    	else if (pipeline_active && !stage_timeout)	
        	stage_counter <= stage_counter + 4'd1;	
    end
    always @(posedge clk or negedge rst_n_sync) begin
        if (!rst_n_sync)
            pipeline_active <= 1'b0;
        else if (start)
            pipeline_active <= 1'b1;
        else if (done || stage_timeout)
            pipeline_active <= 1'b0;
    end
    always @(posedge clk or negedge rst_n_sync) begin	
        if (!rst_n_sync)	
            clock_enable <= 1'b0;
        else if (start)
            clock_enable <= 1'b1;
        else if (done || stage_timeout)	
            clock_enable <= 1'b0;
    end
    assign gated_clk = clk & clock_enable;
    sha256_input input_module (
        .clk(gated_clk), .rst_n(rst_n_sync),
        .start(start),
        .block_in(data_in),	
        .input_valid(input_valid),
        .block_out(input_block),	
	.ready(input_ready),
	.next_stage_ready(scheduler_ready)
    );
    sha256_message_scheduler scheduler (
        .clk(gated_clk), .rst_n(rst_n_sync),
        .input_valid(input_valid),
        .block_in(input_block),	
        .scheduler_valid(scheduler_valid),
        .w_out(scheduler_words),	
        .scheduler_ready(scheduler_ready)
    );
    sha256_compressor compressor (
        .clk(gated_clk), 
        .rst_n(rst_n_sync),
        .start(scheduler_valid),
        .message_block(input_block),	 
        .initial_hash(initial_hash),
        .hash_out(compression_state),	 
	.done(compression_valid),
        .ready_for_scheduler(compression_ready)
    );
    sha256_output output_module (
        .clk(gated_clk), .rst_n(rst_n_sync),
        .compression_valid(compression_valid),
        .state_in(compression_state),	 
        .hash_out(hash_out),	 
        .done(done),
	.ready_for_next(ready_for_next)
    );
endmodule
==> deck_impl_summary.md <==
Key Metrics from the Run

Setup path
  • Critical Path AT: 119.17 ns
  • Crit path from: clock_enable
  • Worst setup EP type: output port
  • Most Frequent Cell on Critical Path: dlygate4sd3_1
  • Crit path max fanout: 5
  • Type of the worst setup path: flop to output port
  • CP max-delay cell: and2_1
  • Critical Path Start Type: flop
  • Critical path's largest stage delay: 0.70 ns
  • CP Data Required Time: 181.84 ns
  • Reg2reg start: scheduler.counter[0]

Logic synthesis
  • Commonest cells in the netlist: xnor2_1 (7762), dfrtp_1 (3787), ha_1 (3017)
  • Mapped cell area: 367700 um2
  • Seq share, synth: 0.2704
  • Unique cell types: 112
  • Yosys warnings: 0
  • Count of library flops with an enable pin: 151
  • Post-Syn Instances: 37310
  • FFs w/ async S/R, synth: 0.9617
  • Synth area leader: dfrtp_1
  • Yosys top cell by instances: xnor2_1
  • Commonest flop: dfrtp_1
  • Syn_area_per_cell: 9.856 um2
  • Synth flops: 3943
  • Largest type area fraction: 0.2577
  • Yosys stat area: 367700 um2
  • Cell area leaders: dfrtp_1 (26%), xnor2_1 (18%), ha_1 (10%)
  • Number of cells in Yosys stat: 37310

STA
  • F_max: 0.006074 GHz
  • Worst-Margin Slew: 1.807 ns
  • RSZ-0062 raised after global routing: no
  • Post-layout period usage: 0.7243
  • Setup TNS: 0 ns
  • Worst slew margin: -0.2131
  • Final hold slack: 0.2537 ns
  • Final setup fails: 0
  • Final Hold Fails: 0
  • Clock Skew: 0.2982 ns
  • Min Tclk post-route: 164.63 ns
  • Max-slew violations: 29

Hold path
  • Hold path start: output_module.done
  • Hold Crit Class: flop to flop

Die
  • FP Util: 0.3010
  • I/O Pins: 1805
  • DIE WIDTH: 1109 um
  • Core Area: 1222000 um2
  • Site Rows: 406
  • Total die size: 1230000 um2
  • Die Span Y: 1109 um

Drt
  • Final wirelength: 3578000 um
  • WL met2: 1441000 um
  • Met3 Wirelength: 481900 um
  • # DRC: 0
  • Vias per inst: 6.087
  • Top Layer Used: met5
  • DRT iter0 DRCs: 41920
  • DRT met1 WL: 1061000 um
  • Total iterations of the first detailed-routing run: 13
  • Vias: 369800
  • Post-route ant nets: 0
  • Drt wl/cell: 58.89 um

Clock tree
  • CTS tree: done
  • Postcts setup bufs: 0
  • Clock transition at path regs: 0.05 ns
  • Post-CTS sizing: 0
  • Clk ins delay skew pair: 3.23 ns

Global route
  • First-pass GRT wire length: 4432000 um
  • Largest net degree at the start of global routing: 157
  • Gr ovfl total: 0
  • Vias in the first global route: 339300
  • GR Util All Layers: 0.6023
  • Initial antenna violation count: 915

Place
  • Count of input and output buffers: 1786
  • Hpwl dp: 2921000 um
  • RD Place Congestion: 1.201

Outcome
  • Status: finished with violations
  • Failing checks: max-capacitance violations, max-slew violations

Run
  • Tool warnings: 69
  • Total of max-cap violations: 12

Final layout
  • Syn-to-layout area delta: 23.91%
  • Share of cells above drive strength 1: 0.1614
## cells in the final DEF (no fill, tap or decap), types with 270 or more instances in the layout
cell,count
xnor2_1,7668
dfrtp_1,3682
buf_4,3405
ha_1,3017
o21ai_0,2761
nand2_1,2699
a21oi_1,2477
mux2_2,2023
clkdlybuf4s50_1,1785
fa_1,1723
diode_2,1643
a21o_1,1529
inv_1,1267
nor2_1,1239
xor2_1,1087
clkbuf_16,594
nand3_1,436
o21bai_1,380
nand2b_1,347
mux2i_1,314
nor3_1,270
## per-layer routing
layer	vias up	track usage
met4	246	0.7316
met1	183600	0.5625
met2	30570	0.7967
met3	13330	0.3899
li1	142100	-
met5	-	0.08670
## layout make-up
| class | count | area, um2 |
|---|---|---|
| diodes | 1643 | 4111 |
| clock buffers | 773 | 16380 |
| clock inverters | 270 | 3761 |
| fillers | 123400 | 766100 |
| inverters | 1291 | 4846 |
| multi-input cells | 31090 | 260500 |
| flip-flops and latches | 3943 | 99590 |
| well taps | 16320 | 20420 |
| repair buffers | 5425 | 46040 |
## worst paths after layout
kind / endpoint / slack, ns / depth (start not counted)
max: gated_clk / 62.67 / 209
min: clock_enable / 0.25 / 1
max reg2reg: scheduler.w_out[159] / 216.40 / 27
min reg2reg: clock_enable / 0.25 / 1
max in group gated: clock gate / 110.02 / 205
max in group asynchronous: rst_sync[1] / 184.63 / 1
min in group asynchronous: compressor.w[83] / 0.61 / 0
min in group gated: clock gate / 1.20 / 205
## per-stage QoR
step	cell area, um2	utilization	setup slack, ns	instances
finish	455600	0.3730	62.67	60750
global route	453200	0.3709	60.79	59760
CTS	451100	0.3693	63.38	59090
detailed placement	429000	0.3511	39.62	57850
global placement	429000	0.3511	39.62	57850
floorplan	367800	-	45.62	37330
## sequential cells by signal, indices dropped and copies added, names as in the netlist, 4 cells and up
register                 flops
stage_counter                4
compressor.hash_out        214
compressor.e                30
output_module.hash_out     214
compressor.w              1838
input_module.block_out     512
compressor.cycle_count       4
compressor.f                30
output_module.hash_pipe    214
compressor.h                32
compressor.b                 4
scheduler.w_out            256
compressor.g                32
compressor.d                13
scheduler.w                512
compressor.c                 7
## critical path, delay by kind of cell, from the launching register on
kind	cells	cell delay, ns
buffers and inverters	208	114.70
flip-flops	1	0.43
AND/OR/NAND/NOR	1	0.70
## cell families after synthesis
kind of cell    after synthesis  synth area share
other cells                   2        0.00002042
flops                      3943            0.2704
mux                        2386           0.07190
compound gates             8927            0.1490
buf+inv                    2299           0.02451
fa+ha+maj                  4741            0.1965
xor+xnor                   8867            0.2115
simple gates               6145           0.07618
## repair_timing
action	4_1_cts	5_1_grt
setup endpoints to repair	0	0
hold buffers	205	0
endpoints found under the hold margin	1	0
